`./config.mk`:
```
export PLATFORM = sky130hd
export DESIGN_NAME = cpu_axi_interface
export DESIGN_NICKNAME = cpu_axi_interface
export VERILOG_FILES = /design/flow/design.v
export SDC_FILE = /design/flow/constraint.sdc
export NUM_CORES = 4
export LEC_CHECK = 1
export CORE_AREA = 10 10 267 267
export DIE_AREA = 0 0 277 277
```
`./run.sh`:
```
#!/bin/bash
# OpenROAD 26Q1-2900-gdf79404cd8, Yosys 0.63+post, stock flow scripts
make -C /OpenROAD-flow-scripts/flow DESIGN_CONFIG=/design/flow/config.mk WORK_HOME=/design/flow/orfs finish
```
`./constraint.sdc`:
```
current_design cpu_axi_interface

set clk_period 6.8
set clk_io_pct 0.2

create_clock -name clk0 -period $clk_period [get_ports {clk}]

set non_clock_inputs [all_inputs -no_clocks]
set_input_delay [expr $clk_period * $clk_io_pct] -clock clk0 $non_clock_inputs
set_output_delay [expr $clk_period * $clk_io_pct] -clock clk0 [all_outputs]
```
`./design.v`:
```
module cpu_axi_interface(
    input         clk,
    input         resetn,
    input         inst_req,                     
    input         inst_wr,
    input  [1 :0] inst_size,                     
    input  [31:0] inst_addr,
    input  [31:0] inst_wdata,
    output        inst_addr_ok,
    output        inst_data_ok,
    output [31:0] inst_rdata,
    input         data_req,
    input         data_wr,
    input  [1 :0] data_size,
    input  [31:0] data_addr,
    input  [31:0] data_wdata,
    input  [3 :0] data_wstrb,
    output        data_addr_ok,
    output        data_data_ok,
    output [31:0] data_rdata,
    output [3 :0] arid,                          
    output [31:0] araddr,
    output [7 :0] arlen,                         
    output [2 :0] arsize,
    output [1 :0] arburst,                       
    output [1 :0] arlock,                        
    output [3 :0] arcache,                       
    output [2 :0] arprot,                        
    output        arvalid,                       
    input         arready,                       
    input  [3 :0] rid,                           
    input  [31:0] rdata,
    input  [1 :0] rresp,                         
    input         rlast,                         
    input         rvalid,                        
    output        rready,                        
    output [3 :0] awid,                          
    output [31:0] awaddr,
    output [7 :0] awlen,                         
    output [2 :0] awsize,
    output [1 :0] awburst,                       
    output [1 :0] awlock,                        
    output [3 :0] awcache,                       
    output [2 :0] awprot,                        
    output        awvalid,                       
    input         awready,                       
    output [3 :0] wid,                           
    output [31:0] wdata,
    output [3 :0] wstrb,                         
    output        wlast,                         
    output        wvalid,                        
    input         wready,                        
    input  [3 :0] bid,                           
    input  [1 :0] bresp,                         
    input         bvalid,                        
    output        bready                         
);
assign arlen = 8'd0;
assign arburst = 2'b01;
assign arlock = 2'd0;
assign arcache = 4'd0;
assign arprot = 3'd0;
assign awid = 4'd1;
assign awlen = 8'd0;
assign awburst = 2'b01;
assign awlock = 2'd0;
assign awcache = 4'd0;
assign awprot = 3'd0;
assign wid = 4'd1;
assign wlast = 1'd1;
reg [1 :0] inst_rd_size,data_rd_size,data_wt_size;
reg [31:0] inst_rd_addr,data_rd_addr,data_wt_addr;
reg [31:0] data_rd_rdata,data_wt_wdata;
reg [3 :0] data_wt_strb;
always @(posedge clk)
begin
    if(!resetn)
    begin
        inst_rd_size <= 2'd0;
        inst_rd_addr <= 32'd0;
    end
    else if (inst_addr_ok) 
    begin
        inst_rd_size <= inst_size;
        inst_rd_addr <= inst_addr;
    end
end
assign inst_addr_ok = inst_req && !inst_wr && (!axi_inst_rd) && !axi_data_wt;
always@(posedge clk)
begin
    if(!resetn)
    begin
        data_rd_size <= 2'd0;
        data_rd_addr <= 32'd0;
    end
    else if (data_rd_addr_ok) 
    begin
        data_rd_size <= data_size;
        data_rd_addr <= data_addr;
    end
    if(!resetn)
    begin
        data_rd_rdata <= 32'd0;
    end
    else if (rready && rvalid && arid == 4'd1)
    begin
        data_rd_rdata <= rdata;
    end
    if(!resetn)
    begin
        data_wt_size <= 2'd0;
        data_wt_addr <= 32'd0;
        data_wt_wdata <= 32'd0;
        data_wt_size <= 4'd0;
    end
    else if (data_wt_addr_ok) 
    begin
        data_wt_size <= data_size;
        data_wt_addr <= data_addr;
        data_wt_wdata <= data_wdata;
        data_wt_strb <= data_wstrb;
    end
end
wire data_rd_addr_ok,data_wt_addr_ok;
assign data_rd_addr_ok = (data_req && !data_wr && !axi_data_rd && !axi_data_wt); 
assign data_wt_addr_ok = (data_req && data_wr && !axi_data_wt && !axi_data_rd); 
assign data_addr_ok = (data_rd_addr_ok )|| (data_wt_addr_ok);
reg inst_rd_req,inst_rd_rsv_wait,inst_wt_req,inst_wt_sd_wait,inst_wt_rsv_wait;
reg data_rd_req,data_rd_rsv_wait,data_wt_req,data_wt_sd_wait,data_wt_rsv_wait;
always @(posedge clk)
begin
    if(!resetn)
    begin
        inst_rd_req <= 1'd0;
    end    
    else if (arvalid && arready && (arid == 4'd0))
    begin
        inst_rd_req <= 1'd0;
    end
    else if (inst_addr_ok)
    begin
        inst_rd_req <= 1'd1;
    end
    if(!resetn)
    begin
        inst_rd_rsv_wait <= 1'd0;
    end 
    else if (rready && rvalid && (rid == 4'd0))
    begin
        inst_rd_rsv_wait <= 1'd0;
    end  
    else if (arvalid && arready && (arid == 4'd0))
    begin
        inst_rd_rsv_wait <= 1'd1;
    end
end
always @(posedge clk)
begin
    if(!resetn)
    begin
        data_rd_req <= 1'd0;
    end
    else if (arvalid && arready && (arid == 4'd1)) 
    begin
        data_rd_req <= 1'd0;
    end
    else if (data_rd_addr_ok) 
    begin
        data_rd_req <= 1'd1;
    end
    if(!resetn)
    begin
        data_rd_rsv_wait <= 1'd0;
    end    
    else if (rready && rvalid && (rid == 4'd1))
    begin
        data_rd_rsv_wait <= 1'd0;
    end  
    else if (arvalid && arready && (arid == 4'd1))
    begin
        data_rd_rsv_wait <= 1'd1;
    end
end
always@(posedge clk)
begin
    if(!resetn)
    begin
        data_wt_req <= 1'd0;
    end
    else if (awvalid && awready)
    begin
        data_wt_req <= 1'd0;
    end
    else if (data_wt_addr_ok) 
    begin
        data_wt_req <= 1'd1;
    end
    if(!resetn)
    begin
        data_wt_sd_wait <= 1'd0;
    end   
    else if (wvalid && wready)
    begin
        data_wt_sd_wait <= 1'd0;
    end
    else if (awvalid && awready)
    begin
        data_wt_sd_wait <= 1'd1;
    end
    if(!resetn)
    begin
        data_wt_rsv_wait <= 1'd0;
    end
    else if (bready && bvalid)
    begin
        data_wt_rsv_wait <= 1'd0;
    end
    else if (wready && wvalid)
    begin
        data_wt_rsv_wait <= 1'd1;
    end
end
wire axi_rd_req,axi_rd_wait,axi_wt_req,axi_wt_wait;
wire axi_rd,axi_wt;
wire axi_inst_rd,axi_data_rd,axi_data_wt;
assign axi_rd_req = inst_rd_req || data_rd_req;
assign axi_rd_wait = inst_rd_rsv_wait || data_rd_rsv_wait;
assign axi_rd = axi_rd_req || axi_rd_wait;
assign axi_wt_req = data_wt_req;
assign axi_wt_wait = data_wt_sd_wait || data_wt_rsv_wait;
assign axi_wt = axi_wt_req || axi_wt_wait; 
assign axi_inst_rd = inst_rd_req || inst_rd_rsv_wait; 
assign axi_data_rd = data_rd_req || data_rd_rsv_wait; 
assign axi_data_wt = data_wt_req || data_wt_sd_wait || data_wt_rsv_wait; 
assign arid = (data_rd_req) ? 4'd1 : 
              (inst_rd_req) ? 4'd0 :
                                    4'd0;
assign araddr = (data_rd_req) ? data_rd_addr : 
                (inst_rd_req) ? inst_rd_addr : 
                                                32'd0;
assign arsize = (data_rd_req && data_rd_size == 2'd0) ? 3'd1 :
                (data_rd_req && data_rd_size == 2'd1) ? 3'd2 :
                (data_rd_req && data_rd_size == 2'd2) ? 3'd4 :
                (inst_rd_req && inst_rd_size == 2'd2) ? 3'd4 :
                                                               3'd0;
reg reg_arvalid;
assign arvalid = reg_arvalid;
always@(posedge clk)
begin
    if(!resetn)
    begin
        reg_arvalid <= 1'd0;
    end    
    else if (arvalid && arready)
    begin
        reg_arvalid <= 1'd0;
    end
    else if (axi_rd_req) 
    begin
        reg_arvalid <= 1'd1;
    end
end
reg reg_rready;
assign rready = 1'd1;
assign awaddr = (data_wt_req) ? data_wt_addr : 32'd0;
assign awsize = (data_wt_req && data_wt_size == 2'd0) ? 3'd1 :
                (data_wt_req && data_wt_size == 2'd1) ? 3'd2 :
                (data_wt_req && data_wt_size == 2'd2) ? 3'd4 :
                                                               3'd0;              
reg reg_awvalid;
assign awvalid = reg_awvalid;
always@(posedge clk)
begin
    if (!resetn)
    begin
        reg_awvalid <= 1'd0;
    end    
    else if (awready && awvalid)
    begin
        reg_awvalid <= 1'd0;
    end
    else if (axi_wt_req) 
    begin
        reg_awvalid <= 1'd1;
    end
end
assign wdata = {32{data_wt_sd_wait}} & data_wt_wdata; 
assign wstrb = data_wt_strb;
reg reg_wvalid;
assign wvalid = reg_wvalid;
always@(posedge clk)
begin
    if(!resetn)
    begin
        reg_wvalid <= 1'd0;
    end    
    else if (wready && wvalid)
    begin
        reg_wvalid <= 1'd0;
    end
    else if (awready && awvalid)  
    begin
        reg_wvalid <= 1'd1;
    end
end
reg reg_bready;
assign bready = 1'd1;
wire inst_rd_ok;
assign inst_rd_ok = (rready && rvalid && rid == 4'd0);
assign inst_data_ok = inst_rd_ok;
assign inst_rdata = {32{inst_rd_ok}} & rdata;
wire data_rd_ok,data_wt_ok;
assign data_rd_ok = (rready && rvalid && rid == 4'd1);
assign data_wt_ok = (bready && bvalid);
assign data_data_ok = data_rd_ok || data_wt_ok;
assign data_rdata = ({32{data_rd_ok}} & rdata);
endmodule
```
==> run summary <==
Wire per inst: 14.7 um
Reg-to-reg slack, setup: 4.08 ns
Max-slew violations: 0
Dominant comb cell: simple AND/OR/NAND/NOR gates
Die area: 0.0767 mm2
Distinct lib cells used: 34
Critical R2R Capture: data_rd_addr[17]$_SDFFE_PN0P_
Number of enable flip-flop cells: 4
Cell area leaders: dfxtp_1 (38%), mux2i_1 (18%), nand2_1 (15%), and2_1 (8.1%), buf_4 (5.7%)
Hpwl dp: 22800 um
Leak Pwr: 4.57 nW
CTS Buffer Depth: 2
Mapped Avg Cell Area: 8.26 um2
Worst skew pair latency: 0.49 ns
Startpoint class of the critical path: input pin
Hold Path Class: register to register
Synthesis-to-layout area growth: 60.5%
Via density per instance: 3.30
Clock Power Share: 44.2%
Syn Inst Count: 904
Part of the power in registers: 41.0%
DRC viols: 0
Mux share: 18.1%
Asr flop ratio synth: 0%
Max-cap violations: 0
CTS buffer count: 17
CP arrival: 3.86 ns
Switching power: 0.664 mW
CTS sink cnt: 147
Gr usage total: 7.75%
XOR Share, Synth: 0%
Vias in the first global route: 7247
Clk pin slew, worst setup/hold paths: 0.06 ns
Simple share: 28.1%
Net Sw Frac: 28.6%
Total grt overflow: 0
CP max FO: 34
Yosys top cell by instances: nand2_1
Max IR drop VDD: 162 uV
Tool Warnings: 66
CTS root buf: clkbuf_16
Hold_buf cts: 0
Worst slew pin tran: 0.856 ns
Top post-synthesis cells by count: nand2_1 (302), dfxtp_1 (143), mux2i_1 (134), and2_1 (97), buf_4 (57)
CP endpoint: inst_rdata[24]
Setup TNS: 0 ns
Worst r2r src: data_rd_req$_SDFFE_PP0P_
Mapped cell area: 0.00747 mm2
Worst Setup End Kind: output port
# IOs: 422
Die width: 277 um
Largest net degree at the start of global routing: 72
Crit path launch: rid[3]
Req. time, crit path: 5.44 ns
Share of cells above drive strength 1: 4.81%
Post-synthesis adder-cell area fraction: 0%
WL final: 30500 um
P_int: 1.66 mW
CORE AREA: 0.0656 mm2
DR iter-0 viols: 313
Critical path type: input pin to output port
Post-synthesis sequential area ratio: 39.9%
Chip height: 277 um
Yosys Instances: 904
F_max: 0.192 GHz
Compound Share, Synth: 3.25%
Yosys reg bits: 147
Post-layout period usage: 76.7%
Fp util: 11.4%
Yosys warning tally: 1
Yosys stat area: 0.00747 mm2
# rows: 94
Port-buffer cells: 328
Crit-path max cell delay: 0.74 ns
Max_slew headroom: 42.9%
Final setup vio count: 0
Gpl congestion: 0.859
R2R cell count: 6
Post-cts resize count: 0
Post-synth top flop: dfxtp_1
Power Dens Cells: 194 mW/mm2
Final Hold Viols: 0
Antenna violations before repair: 6
DRT Pass-1 Iters: 4
DR vias: 6854
RSZ-0062 raised after global routing: false
Yosys top cell area share: 38.3%
Period minus WS final: 5.22 ns
Fin util: 18.3%
Setup Buffers After CTS: 0
Max Clock Skew: 0.0187 ns
Max H-tree Level: 4
Remaining antenna violation count: 0
CTS tree: built
CP max-delay cell: and2b_1
Cell taking the most area after synthesis: dfxtp_1
Combinational power share: 14.8%
Status: finished, final reports clean
First-pass GRT wire length: 45200 um
Critical path cell sequence: clkdlybuf4s50_1, nor4b_4, buf_4, and2b_1, and2_1, clkdlybuf4s50_1
Critical Path Most Common Cell: clkdlybuf4s50_1
==> state kept, by name, indices dropped and copies added, names as in the netlist, 2 cells and up <==
signal	cells
data_wt_size	2
data_rd_addr	32
data_rd_size	2
data_wt_wdata	32
inst_rd_size	2
data_wt_addr	32
data_wt_strb	4
inst_rd_addr	32
==> power groups by stage <==
stage	sequential, mW	clock (mW)	combinational, mW
after CTS	0.953	1.08	0.353
final	0.953	1.03	0.343
after global routing	0.960	1.11	0.380
==> layout make-up <==
type / count / area (um2)
Sequential cell: 147 / 2990
Clock buffer: 17 / 425
Timing Repair Buffer: 343 / 3400
Multi-Input combinational cell: 683 / 3890
Antenna cell: 3 / 7.51
Inverter: 2 / 7.51
Clock inverter: 15 / 188
Fill cell: 7232 / 53600
Tap cell: 864 / 1080
==> cells in the final DEF, fill, tap and decap left out, drive strengths merged, types with 2 or more instances in the layout <==
cell           instances
clkdlybuf4s50        327
nand2                302
dfxtp                143
mux2i                134
and2                  97
conb                  52
and3                  33
o21ai                 33
clkbuf                17
buf                   16
inv                   11
nor2                   5
nor3                   5
edfxtp                 4
clkinv                 4
diode                  3
o21a                   3
a21oi                  3
nor3b                  2
a31oi                  2
bufinv                 2
==> worst max-delay path: cells and delay by family <==
family / cells / cell delay [ns]
buffers and inverters: 3 / 1.24
AND/OR/NAND/NOR: 3 / 1.25
==> metrics by stage <==
stage | area [um2] | instances | worst slack, ns | power [mW] | hold WS, ns
5_1_grt | 12000 | 2071 | 1.39 | 2.45 | 0.467
6_report | 12000 | 2074 | 1.58 | 2.32 | 0.450
3_3_place_gp | 11400 | 2039 | 1.60 | 1.32 | 0.438
4_1_cts | 12000 | 2071 | 1.54 | 2.39 | 0.455
2_1_floorplan | 7650 | 954 | 3.19 | 1.15 | 0.430
3_5_place_dp | 11400 | 2039 | 1.55 | 1.32 | 0.443
==> kinds of logic (layout without fill, tap and decap cells) <==
| group | Yosys count | after routing |
|---|---|---|
| and+or+nand+nor | 452 | 452 |
| DFF | 147 | 147 |
| muxes | 135 | 135 |
| buffers and inverters | 124 | 377 |
| AOI/OAI and AO/OA | 44 | 44 |
| other | 2 | 55 |
==> routing by layer <==
metal | vias to the layer above | wire length (um) | GRT usage (%)
met5 | - | 56 | 0
met4 | 8 | 552 | 1.23
met3 | 30 | 3500 | 4.26
met2 | 303 | 13500 | 12.2
met1 | 3115 | 12800 | 9.28
li1 | 3398 | - | -
==> how the worst min path moves through the flow <==
stage / start / end / depth (start not counted)
4_1_cts: data_wt_addr[16]$_SDFFE_PN0P_ / data_wt_addr[16]$_SDFFE_PN0P_ / 2
5_1_grt: data_wt_addr[31]$_SDFFE_PN0P_ / data_wt_addr[31]$_SDFFE_PN0P_ / 2
6_report: data_wt_addr[31]$_SDFFE_PN0P_ / data_wt_addr[31]$_SDFFE_PN0P_ / 2
No activity file was given, so power comes from the tool's default toggle rates.
